File: flow/run.sh
#!/bin/bash
# OpenROAD 26Q1-2900-gdf79404cd8, Yosys 0.63+post, stock flow scripts
make -C /OpenROAD-flow-scripts/flow DESIGN_CONFIG=/design/flow/config.mk WORK_HOME=/design/flow/orfs finish
File: flow/config.mk
export PLATFORM = sky130hd
export DESIGN_NAME = reg_bank
export DESIGN_NICKNAME = reg_bank
export VERILOG_FILES = /design/flow/design.v
export SDC_FILE = /design/flow/constraint.sdc
export NUM_CORES = 4
export LEC_CHECK = 1
export CORE_UTILIZATION = 30
File: flow/constraint.sdc
current_design reg_bank

set clk_period 4.7
set clk_io_pct 0.2

create_clock -name clk0 -period $clk_period [get_ports {clk}]

set non_clock_inputs [all_inputs -no_clocks]
set_input_delay [expr $clk_period * $clk_io_pct] -clock clk0 $non_clock_inputs
set_output_delay [expr $clk_period * $clk_io_pct] -clock clk0 [all_outputs]
File: flow/design.v
`timescale 1ps/1ps
module ALU(input signed[31:0] a, input signed[31:0] b, input[3:0] ALUSel,input wire en,output reg[31:0] result);
	wire[31:0] adderRes;
  	wire[31:0] subRes;
	wire[31:0] xorRes;
	wire[31:0] andRes;
	wire[31:0] shiftRes;
  	wire[31:0] orRes;
 	wire [31:0] notRes;
	assign xorRes = a^b;
	assign andRes = a&b;
  	assign orRes  = a|b;  
  	assign notRes= ~a;
	always @(*) 
		begin
			case (ALUSel)
				4'b0000: result = a+b;
				4'b0001: result = a-b;
				4'b0010: result = andRes;
				4'b0011: result = xorRes;
              	4'b0100: result = orRes;
              	4'b0101: result = notRes;
				4'b0110: result = a <<< b[0]; 
				4'b0111: result = a << b[0];
				4'b1000: result = a >>> b[0];
              	4'b1001: result = a >> b[0];
              4'b1010: result = a+{b[29:0],2'b00};
				default: result = a;
			endcase
		end
endmodule
 module mux
  (
    input wire signed [31:0] a, b,
input wire s,
    output wire signed [31:0] out      
);
   assign out = (s)? b : a;
  endmodule
module signext (
    input wire [15:0] a,
    output wire [31:0] y
);
assign y = {{16{a[15]}},a};
endmodule
module COMPARE(lt,gt,eq,data1,data2);
input signed [31:0] data1,data2;
output lt,gt,eq;
assign lt=data1<data2;
assign gt=data1>data2;
assign eq=data1==data2;
endmodule
module condition (
    output wire y,
    input wire [1:0] opcond,
    input wire [31:0] a
);
wire lt,gt,eq;
COMPARE cmp (lt,gt,eq,a,32'h00000000);
assign y =  (~opcond[1] & ~opcond[0] & gt) |
            (~opcond[1] & opcond[0] & lt)  |
            (opcond[1] & ~opcond[0] & eq)  |
            (opcond[1] & opcond[0] & 1'b0) ;
endmodule
module data_mem (
    input wire [9:0] inaddress,
    input wire clk,reset,
    input wire write,read,
    input wire [31:0] addr,
    input wire [31:0] din,
    output wire [31:0] dout,
    output wire [15:0] outdata
);
reg signed [31:0] dmem[0:1023];
always @(posedge clk)
begin
     if(write == 1)
        dmem[addr[9:0]] <= din;
end
assign outdata= dmem[inaddress];
assign dout = (read)? dmem[addr[9:0]] : 32'bx;
endmodule
module instructionmem (
    input read,
    input wire [5:0] addr,
    output wire [31:0] I
);
reg [31:0] imem[0:63];
initial
begin
 imem[0]=32'h4001002A;
 imem[1]=32'h40020023;
 imem[2]=32'h88010000;
 imem[3]=32'h88020001;
 imem[4]=32'h00221802;
 imem[5]=32'hC4630003;
 imem[6]=32'hC8630006;
 imem[7]=32'hCC630008;
 imem[8]=32'hFFFFFFFF;
 imem[9]=32'h00411802;
 imem[10]=32'h68620000;
 imem[11]=32'hC3FFFFF8;
 imem[12]=32'hFFFFFFFF;
 imem[13]=32'h68610000;
 imem[14]=32'hC3FFFFF5;
 imem[15]=32'hFFFFFFFF;
 imem[16]=32'h88010002;
 imem[17]=32'hFFFFFFFF;
end
assign I = (read)? imem[addr] : 32'bx;
endmodule
module register (
input wire clk,reset,ld,
    input wire signed [31:0] din,
output reg signed [31:0] dout
);
    initial begin
            dout<=32'b0;
            end
always @(posedge clk)
    begin
         if(ld)
            dout<=din;
    end
endmodule
module reg_bank (
    input wire clk,write,reset,
    input wire  [4:0] sr1,sr2,dr,
    input wire signed [31:0] wrData,
    output wire signed[31:0] rData1,rData2
);
  reg signed[31:0] regfile[0:15];
integer k;
initial begin
regfile[0] <= 32'b0;
    regfile[1] <= 32'b0;
regfile[2] <= 32'b0;
regfile[3] <= 32'b0;
regfile[4] <= 32'b0;
regfile[5] <= 32'b0;
regfile[6] <= 32'b0;
regfile[7] <= 32'b0;
regfile[8] <= 32'b0;
regfile[9] <= 32'b0;
regfile[10] <= 32'b0;
regfile[11] <= 32'b0;
regfile[12] <= 32'b0;
regfile[13] <= 32'b0;
regfile[14] <= 32'b0;
regfile[15] <= 32'b0;
end
assign rData1 = regfile[sr1];
assign rData2 = regfile[sr2];
always @(posedge clk)
begin
if(write)
begin
if(dr == 3'b000)
regfile[dr] <= 32'b0;
else
regfile[dr] <= wrData;
end
end
endmodule
module PC (
input wire clk,reset,ld,
    input wire signed [31:0] din,
output reg signed [31:0] dout
);
    initial begin
            dout<=32'b0;
            end
always @(posedge clk)
    begin
         if(ld)
            dout<=din;
    end
endmodule
module NPC (
input wire clk,reset,ld,
    input wire signed [31:0] din,
output reg signed [31:0] dout
);
    initial begin
            dout<=32'b0;
            end
always @(posedge clk)
    begin
         if(ld)
            dout<=din;
    end
endmodule
module 	LMD (
input wire clk,reset,ld,
    input wire signed [31:0] din,
output reg signed [31:0] dout
);
    initial begin
            dout<=32'b0;
            end
always @(posedge clk)
    begin
         if(ld)
            dout<=din;
    end
endmodule
module datapath(
      input wire [9:0] inaddress,
    input wire clk,reset,
    input wire readim,ldir,ldnpc,
    input wire ldA,ldB,ldimm,
    input wire [1:0] opcond,
    input wire alusel1,alusel2,aluen,ldaluout,
    input wire [3:0] alufunc,
    input wire seldest,regwrite,writedmem,readdmem,ldlmd,
    input wire selwb,branch,ldpc,
    output wire [31:0] irout,aluout,
    output wire [31:0] writedata,
     output wire [15:0] outdata
);
wire [31:0] pcout,npcout,Aout,Bout,immout,lmdout;
wire [31:0] instr,pcplus4,pcbranch,pcnext;
wire [31:0] Ain,Bin,imm;
wire [31:0] destadd;
wire [31:0] aluin1,aluin2,result;
wire [31:0] dmemout,memmuxout;
condition cond(selmem,opcond,Aout); 
mux muxalu1(npcout,Aout,alusel1,aluin1); 
mux muxalu2(Bout,immout,alusel2,aluin2); 
PC pcreg(clk,reset,ldpc,pcnext,pcout); 
instructionmem imem(readim,pcout[7:2],instr); 
register irreg(clk,reset,ldir,instr,irout);
adder addpc(pcout,32'b00000100,pcplus4); 
NPC npcreg(clk,reset,ldnpc,pcplus4,npcout); 
adder bradd(npcout,{{4{irout[25]}}, irout[25:0], 2'b00},pcbranch); 
mux muxbr(memmuxout,pcbranch,branch,pcnext); 
mux destmux({27'b0,irout[15:11]},{27'b0,irout[20:16]},seldest,destadd); 
reg_bank rbank(clk,regwrite,reset,irout[25:21],irout[20:16],destadd[4:0],writedata,Ain,Bin); 
signext ext(instr[15:0],imm); 
register A(clk,reset,ldA,Ain,Aout); 
register B(clk,reset,ldB,Bin,Bout); 
register immreg(clk,reset,ldimm,imm,immout); 
ALU alu(aluin1,aluin2,alufunc,aluen,result); 
register aluoutreg(clk,reset,ldaluout,result,aluout); 
data_mem dmem(inaddress,clk,reset,writedmem,readdmem,aluout,Bout,dmemout,outdata); 
LMD lmdreg(clk,reset,ldlmd,dmemout,lmdout); 
mux memmux(npcout,aluout,selmem,memmuxout); 
mux wbmux(lmdout,aluout,selwb,writedata); 
endmodule
module Maincontrol (
    input wire clk,reset,
    input wire [31:0] irout,
    output wire readim,ldir,ldnpc,
    output wire ldA,ldB,ldimm,
    output wire [1:0] opcond,
    output wire alusel1,alusel2,aluen,ldaluout,
    output wire [3:0] alufunc,
    output wire seldest,regwrite,writedmem,readdmem,ldlmd,
    output wire selwb,branch,ldpc
);
parameter IF = 3'b000, ID = 3'b001, EX = 3'b010, MEM = 3'b011, WB = 3'b100, HLT = 3'b101;
reg [2:0] state;
reg [23:0] control_signals;
assign {readim,ldir,ldnpc,ldA,ldB,ldimm,opcond,alusel1,alusel2,aluen,ldaluout,
        alufunc,seldest,regwrite,writedmem,readdmem,ldlmd,selwb,branch,ldpc} = control_signals;
always @(posedge clk, negedge reset) begin
    if(reset)
        control_signals <= 24'b0;
    else
        begin
            case (state)
                IF: begin
                    #1
                    if(irout == 32'hffffffff)
                    begin
                        control_signals <= 24'b0;
                        state <= HLT;
                    end
                    else
                        begin
                            control_signals[23:21] <= 3'b111;
                            control_signals[20:0]  <= 21'b0;
                            state <= ID;
                        end
                    end
                ID: begin
                    #1  
                        control_signals[20:18] <= 3'b111;
                        state <= EX;
                    end
                EX: begin
                    #1  
                        case (irout[31:30])
                            2'b00 :
                                begin
                                    control_signals[17:16] <= 2'b11;
                                    control_signals[15:13] <= 3'b101;
                                    case (irout[5:0])
                                        6'b000001 : control_signals[11:8] <= 4'b0000;  
                                        6'b000010 : control_signals[11:8] <= 4'b0001;  
                                        6'b000011 : control_signals[11:8] <= 4'b0010;  
                                        6'b000100 : control_signals[11:8] <= 4'b0011;  
                                        6'b000101 : control_signals[11:8] <= 4'b0100;  
                                        6'b000110 : control_signals[11:8] <= 4'b0101;  
                                        6'b000111 : control_signals[11:8] <= 4'b0110;  
                                        6'b001000 : control_signals[11:8] <= 4'b0111;  
                                        6'b001001 : control_signals[11:8] <= 4'b1000;  
                                        6'b001010 : control_signals[11:8] <= 4'b1001;  
                                    endcase
                                end
                            2'b01 :
                                begin
                                    control_signals[17:16] <= 2'b11;
                                    control_signals[15:13] <= 3'b111;
                                    case (irout[31:26])
                                        6'b010000 : control_signals[11:8] <= 4'b0000;  
                                        6'b010001 : control_signals[11:8] <= 4'b0001;  
                                        6'b010010 : control_signals[11:8] <= 4'b0010;  
                                        6'b010011 : control_signals[11:8] <= 4'b0011;  
                                        6'b010100 : control_signals[11:8] <= 4'b0100;  
                                        6'b010101 : control_signals[11:8] <= 4'b0101;  
                                        6'b010110 : control_signals[11:8] <= 4'b0110;  
                                        6'b010111 : control_signals[11:8] <= 4'b0111;  
                                        6'b011000 : control_signals[11:8] <= 4'b1000;  
                                        6'b011001 : control_signals[11:8] <= 4'b1001;  
                                        6'b011010 : control_signals[11:8] <= 4'b0000;  
                                    endcase    
                                end
                            2'b10 :
                                begin
                                    control_signals[17:16] <= 2'b11;
                                    control_signals[15:13] <= 3'b111;
                                    case (irout[31:26])
                                        6'b100001 : control_signals[11:8] <= 4'b0000;  
                                        6'b100010 : control_signals[11:8] <= 4'b0000;  
                                    endcase
                                end
                            2'b11 :
                                begin
                                    control_signals[15:13] <= 3'b011;
                                    case (irout[31:26])
                                        6'b110000 : {control_signals[17:16],control_signals[11:8]} <= {2'b11,4'b1010};  
                                        6'b110001 : {control_signals[17:16],control_signals[11:8]} <= {2'b01,4'b1010};  
                                        6'b110010 : {control_signals[17:16],control_signals[11:8]} <= {2'b00,4'b1010};  
                                        6'b110011 : {control_signals[17:16],control_signals[11:8]} <= {2'b10,4'b1010};   
                                    endcase  
                                end
                        endcase
                        #2 control_signals[12] <= 1'b1;
                        state <= MEM;
                    end
                MEM:begin
                    #1
                        case (irout[31:26])
                            6'b100001 : control_signals[5:3] <= 3'b011;  
                            6'b100010 : control_signals[5:3] <= 3'b100;  
                        endcase
                        if(irout[31:26] == 6'b110000)
                            control_signals[1:0] <= 2'b11;
                        else
                            control_signals[1:0] <= 2'b01;
                        state <= WB;
                    end
                WB: begin
                    #1
                        case (irout[31:30])
                            2'b00 : {control_signals[7:6],control_signals[2]} <= 3'b011;
                            2'b01 : {control_signals[7:6],control_signals[2]} <= 3'b111;
                            2'b10 :
                                begin
                                    case (irout[31:26])
                                        6'b100001 : {control_signals[7:6],control_signals[2]} <= 3'b110;  
                                        6'b100010 : {control_signals[7:6],control_signals[2]} <= 3'b001;  
                                    endcase
                                end
                            2'b11 : {control_signals[7:6],control_signals[2]} <= 3'b000;
                            default: {control_signals[7:6],control_signals[2]} <= 3'b000;
                        endcase
                        state <= IF;
                    end
                HLT:begin
                        #1  control_signals <= 24'b0;
                            state <= HLT;
                    end
                default: state <= IF;
            endcase
        end
end
endmodule
module risc_processor (
    input wire clk,reset,
    input wire [9:0] inaddress,
    output wire [15:0] outdata
);
wire readim,ldir,ldnpc;
wire ldA,ldB,ldimm;
wire [1:0] opcond;
wire alusel1,alusel2,aluen,ldaluout;
wire [3:0] alufunc;
wire seldest,regwrite,writedmem,readdmem,ldlmd;
wire selwb,branch,ldpc;
wire [31:0] irout,aluout;
wire [31:0] writedata;
datapath dpath(inaddress,clk,reset,readim,ldir,ldnpc,ldA,ldB,ldimm,opcond,alusel1,alusel2,aluen,ldaluout,alufunc,seldest,regwrite,writedmem,readdmem,ldlmd,selwb,branch,ldpc,irout,aluout,writedata,outdata);
Maincontrol ctrl(clk,reset,irout,readim,ldir,ldnpc,ldA,ldB,ldimm,opcond,alusel1,alusel2,aluen,ldaluout,alufunc,seldest,regwrite,writedmem,readdmem,ldlmd,selwb,branch,ldpc);
endmodule
==> out/qor.txt <==
Worst slack, placed -> 0.6257 ns
Routed Antenna Nets -> 0
Top Layout Cells -> edfxtp_1 (512), mux4_2 (256), a22oi_1 (128), clkdlybuf4s50_1 (106), nand2_1 (66)
DRT Pass-1 Iters -> 4
Cell Area, Synth -> 23140 um^2
Worst vdd ir -> 0.2509 mV
Adder Area Share -> 0%
Hold-fix buffers, CTS -> 0
Vias in the first global route -> 14303
Comb area leader -> multiplexers
Antenna fix cells -> 0
CTS root buf -> clkbuf_16
Unrepaired setup endpoints after global routing -> no
Tool warnings -> 28
Warnings, synthesis -> 1
Synth Seq Share -> 66.45%
Synth-to-Final Area Change -> 18.87%
# resized after CTS -> 0
Number of fill cells -> 6885
Netlist cell types -> 17
CTS tree -> yes
Hold Crit Class -> primary input to flop
Residual DRC -> 0
Startpoint Class -> primary input
Mux area share -> 24.92%
YS chip area -> 23140 um^2
Power Density -> 361.4 nW/um^2
Row cnt -> 101
# port buffers -> 110
Top Ports -> 114
Wirelength per Cell -> 26.61 um
Fp util -> 30.41%
First-pass GRT wire length -> 90760 um
Placed cells -> 2214
Synthesized instance count -> 1115
Syn avg cell area -> 20.75 um^2
Largest net degree at the start of global routing -> 53
Final worst setup slack -> 0.6483 ns
Final worst path period need -> 4.052 ns
CTS Buf Count -> 51
Die X -> 279.7 um
Post-Layout Cell Count -> 2307
Reg area -> 15370 um^2
Total Routing Usage GR -> 17.29%
Vias per Instance -> 5.332
CP Capture Type -> primary output
Max_slew headroom -> 48.51%
Share of layout cells above drive strength 1 -> 31.87%
Simple-Gate Area Share -> 2.596%
Initial DRC count -> 728
Initial antenna violation count -> 0
Die height -> 279.7 um
Fmax -> 246.8 MHz
Crit-path max FO -> 25
Final setup fails -> 0
Final Wtd Congestion -> 0.7676
XOR/XNOR share of the synthesized area -> 0%
WHS Endpoint -> regfile[0][16]$_DFFE_PP_
DP HPWL -> 32510 um
Logic cell area -> 7485 um^2
WP data arrival -> 3.11 ns
Hold_ws -> 1.256 ns
Clk slew on worst S/H paths -> 0.06 ns
Yosys cell count -> 1115
MaxCap Viol Count -> 0
Fin Setup TNS -> 0 ns
Final hold vios -> 0
Tcrit/Tclk final -> 86.21%
DR vias -> 12302
Final Max Tran Viols -> 0
Number of flip-flops in the largest register -> 512
Slew @ Worst Pin -> 0.7724 ns
Hold_sp -> wrData[16]
CP required -> 3.76 ns
Synth Area in Compound Gates -> 4.191%
CTS max path bufs -> 3
Setup Buffers After CTS -> 0
Most numerous logic cell after layout -> edfxtp_1
GRT overflow -> 0
Hold Path Cell Cnt -> 2
Core area -> 76080 um^2
Largest registers -> regfile x512
Critical path type -> primary input to primary output
CTS sink cnt -> 512
H-tree Lvls -> 2
Synthesis-stage register bit count -> 512
Cell leakage power -> 0.007737 uW
Most flops, register -> regfile
WL final -> 61380 um
Outcome -> finished clean
Chip area -> 78230 um^2
-- power by group --
part / leakage, uW / switching, uW / internal, uW / total (uW)
Clock: 0.000765 / 1690 / 2160 / 3850
Sequential: 0.00405 / 33.7 / 5130 / 5160
Combinational: 0.00292 / 474 / 459 / 933
-- Yosys cell counts, drive strengths merged --
library cell / count / area share (%)
nand2b: 3 / 0.081
nor2b: 4 / 0.11
mux4: 256 / 25
nand2: 66 / 1.1
a22oi: 128 / 4.2
clkbuf: 36 / 0.58
buf: 54 / 1.3
nand3: 1 / 0.022
edfxtp: 512 / 66
nor2: 10 / 0.16
and2: 34 / 0.92
nand3b: 1 / 0.032
o31a: 1 / 0.038
nor3: 8 / 0.17
or3: 1 / 0.027
-- per-stage QoR --
stage | instance area, um^2 | utilization, % | total power [uW]
4_1_cts | 27500 | 36.15 | 10050
6_report | 27500 | 36.15 | 9939
5_1_grt | 27500 | 36.15 | 10280
3_3_place_gp | 25930 | 34.09 | 6192
2_1_floorplan | 23140 | - | 5755
3_5_place_dp | 25930 | 34.09 | 6205
-- cell type report --
class	instances	area share, %
clock inverter	32	0.7734
multi-input combinational	513	27.22
clock buffer	61	4.932
tap	1030	4.686
timing repair buffer	159	6.488
sequential	512	55.91
-- worst max path at each step --
stage           from    endpoint  slack [ns]  depth (start not counted)
CTS           sr2[0]   rData2[7]        0.61                          6
global route  sr1[0]  rData1[21]        0.46                          6
finish        sr1[0]  rData1[30]        0.65                          6
-- logic make-up after synthesis --
group,count (synthesis)
buffers and inverters,90
DFF,512
AOI/OAI and AO/OA,129
and+or+nand+nor,128
muxes,256
-- metal layers --
metal	GRT usage, %	share of wire, %
met1	19.86	33
met2	25.16	46
met3	14.07	18
met4	4.245	3.0
met5	0	0
-- worst max-delay path: stages --
cell	delay, ns
clkbuf_8	0.34
buf_4	0.39
mux4_2	0.56
a22oi_1	0.19
nand2_1	0.20
clkdlybuf4s50_1	0.46
Power and IR drop assume default switching activity.
